==> flow/design.v <==
module counter (
    input wire CLK,
    input wire EN,
    output reg [3:0] Q
);
always @(posedge CLK)
    if (EN) begin
        if (Q == 4'b1111)
            Q <= 4'b0;
        else
            Q <= Q + 1;
    end
endmodule
module msg (
    input [3:0] A,
    output reg [4:0] Q
);
always @(*) begin
    case(A)
        4'b0001: Q = 5'b10011;  
        4'b0010: Q = 5'b11000;  
        4'b0011: Q = 5'b01011;  
        4'b0100: Q = 5'b10011;  
        4'b0101: Q = 5'b00001;  
        4'b0110: Q = 5'b10100;  
        4'b0111: Q = 5'b00001;  
        4'b1000: Q = 5'b01110;  
        4'b1001: Q = 5'b01100;  
        4'b1010: Q = 5'b11011;  
        4'b1011: Q = 5'b00010;  
        4'b1100: Q = 5'b00000;  
        4'b1101: Q = 5'b00010;  
        4'b1110: Q = 5'b00101;  
        4'b1111: Q = 5'b11011;  
        default: Q = 5'b11011;  
    endcase
end
endmodule
module prescaler (
    input wire clk,
    output reg clk1Hz
);
reg [25:0] sysClkCounter = 0;
parameter sysCLK = 50000000 - 1;
always @(posedge clk) begin
    if (sysClkCounter == sysCLK) begin
        clk1Hz <= 1'b1;
        sysClkCounter <= 0;
    end 
    else begin
        clk1Hz <= 1'b0;
        sysClkCounter <= sysClkCounter + 1;
    end
end
endmodule
module reklama(
	CLK50,
	seg1,
	seg2,
	seg3,
	seg4,
	seg5,
	seg6
);
input wire	CLK50;
output wire	[6:0] seg1;
output wire	[6:0] seg2;
output wire	[6:0] seg3;
output wire	[6:0] seg4;
output wire	[6:0] seg5;
output wire	[6:0] seg6;
wire	ENABLE;
wire	[6:0] segdata5;
wire	[6:0] segdata1;
wire	[6:0] segdata2;
wire	[6:0] segdata3;
wire	[6:0] segdata4;
wire	[6:0] segdata6;
wire	[3:0] count;
wire	[4:0] msgcode;
wire	[6:0] segcode;
counter	counter1(
	.CLK(CLK50),
	.EN(ENABLE),
	.Q(count));
shiftreg	reg1(
	.CLK(CLK50),
	.EN(ENABLE),
	.D(segdata5),
	.Q(segdata6));
assign	seg1 =  ~segdata1;
assign	seg2 =  ~segdata2;
assign	seg3 =  ~segdata3;
assign	seg4 =  ~segdata4;
assign	seg5 =  ~segdata5;
assign	seg6 =  ~segdata6;
prescaler	preskaler1(
	.clk(CLK50),
	.clk1Hz(ENABLE));
	defparam	preskaler1.sysCLK = 49999999;
msg	message(
	.A(count),
	.Q(msgcode));
strTo7seg	translator(
	.A(msgcode),
	.SEG(segcode));
shiftreg	reg2(
	.CLK(CLK50),
	.EN(ENABLE),
	.D(segcode),
	.Q(segdata1));
shiftreg	reg3(
	.CLK(CLK50),
	.EN(ENABLE),
	.D(segdata1),
	.Q(segdata2));
shiftreg	reg4(
	.CLK(CLK50),
	.EN(ENABLE),
	.D(segdata2),
	.Q(segdata3));
shiftreg	reg5(
	.CLK(CLK50),
	.EN(ENABLE),
	.D(segdata3),
	.Q(segdata4));
shiftreg	reg6(
	.CLK(CLK50),
	.EN(ENABLE),
	.D(segdata4),
	.Q(segdata5));
endmodule
module shiftreg (
    input wire CLK,
    input wire EN,
    input wire [6:0] D,
    output reg [6:0] Q
);
always @(posedge CLK) begin
   if (EN) begin
        Q <= D;
	end
end
endmodule
module strTo7seg (
    input [4:0] A,
    output reg [6:0] SEG
);
always @(*) begin
    case(A)
        5'b00000: SEG = 7'b0111111;  
        5'b00001: SEG = 7'b0000110;  
        5'b00010: SEG = 7'b1011011;  
        5'b00011: SEG = 7'b1001111;  
        5'b00100: SEG = 7'b1100110;  
        5'b00101: SEG = 7'b1101101;  
        5'b00110: SEG = 7'b1111101;  
        5'b00111: SEG = 7'b0000111;  
        5'b01000: SEG = 7'b1111111;  
        5'b01001: SEG = 7'b1101111;  
        5'b01010: SEG = 7'b1110111;  
        5'b01011: SEG = 7'b1111100;  
        5'b01100: SEG = 7'b0111001;  
        5'b01101: SEG = 7'b1011110;  
        5'b01110: SEG = 7'b1111001;  
        5'b01111: SEG = 7'b1110001;  
        5'b10000: SEG = 7'b0111101;  
        5'b10001: SEG = 7'b1110110;  
        5'b10010: SEG = 7'b0011110;  
        5'b10011: SEG = 7'b0111000;  
        5'b10100: SEG = 7'b0110111;  
        5'b10101: SEG = 7'b0111111;  
        5'b10110: SEG = 7'b1110011;  
        5'b10111: SEG = 7'b1010000;  
        5'b11000: SEG = 7'b0111110;  
        5'b11001: SEG = 7'b1101101;  
        5'b11010: SEG = 7'b1101101;  
        5'b11011: SEG = 7'b0000000;  
        default: SEG = 7'b0000000;  
    endcase
end
endmodule
==> flow/run.sh <==
#!/bin/bash
# OpenROAD 26Q1-2900-gdf79404cd8, Yosys 0.63+post, stock flow scripts
make -C /OpenROAD-flow-scripts/flow DESIGN_CONFIG=/design/flow/config.mk WORK_HOME=/design/flow/orfs finish
==> flow/config.mk <==
export PLATFORM = sky130hd
export DESIGN_NAME = reklama
export DESIGN_NICKNAME = reklama
export VERILOG_FILES = /design/flow/design.v
export SDC_FILE = /design/flow/constraint.sdc
export NUM_CORES = 4
export LEC_CHECK = 1
export CORE_UTILIZATION = 50
==> flow/constraint.sdc <==
current_design reklama

set clk_period 2.9
set clk_io_pct 0.2

create_clock -name clk0 -period $clk_period [get_ports {CLK50}]

set non_clock_inputs [all_inputs -no_clocks]
set_input_delay [expr $clk_period * $clk_io_pct] -clock clk0 $non_clock_inputs
set_output_delay [expr $clk_period * $clk_io_pct] -clock clk0 [all_outputs]
==> job_summary.md <==
### Metrics collected by this job

| Metric | Value |
|---|---|
| Synthesized chip area reported by yosys | `3440 sq um` |
| Final routed wirelength across all metal layers | `5390 microns` |
| Post-route DRC | `0` |
| Fin worst setup slack | `0.978 ns` |
| Leakage power | `1.51 nW` |
| GRT Resource Usage Total | `16.3%` |
| Overflow left after global routing | `0` |
| Number of cells in Yosys stat | `321` |
| Deepest clock path buffer count | `2` |
| Wire length of the first global-routing pass | `8960 microns` |
| Classification of the worst setup path | `register to register` |
| Number of enable flip-flop cells | `roughly 46` |
| Async SR Flop Fraction | `0%` |
| CP max FO | `8` |
| 1st-pass router iterations | `4` |
| Startpoint of the worst-slack reg-to-reg timing path | `preskaler1.sysClkCounter[6]` |
| Die area | `approximately 7200 sq um` |
| Number of pins with negative max-slew slack in the final report | `0` |
| Avg Inst Size Synth | `roughly 11 sq um` |
| Most used flip-flop cell after synthesis | `sky130_fd_sc_hd__edfxtp_1` |
| Final period utilization | `66.3%` |
| Fin. Hold Viols | `0` |
| Startpoint class of the critical path | `register` |
| Number of buffers inserted by port buffering | `between 40 and 50` |
| Total of hold buffers inserted after clock tree synthesis | `0` |
| I/O pin count | `43` |
| Gate count after technology mapping | `~320` |
| Tool warnings | `32` |
| Clock edge transition at the registers on the reported setup and hold paths | `~0.08 ns` |
| Antenna violations before repair | `0` |
| Startpoint of the lowest-slack hold path | `reg3.Q[5]` |
| Worst EP arrival | `2.20 ns` |
| Worst-Margin Slew | `0.754 ns` |
| Number of buffers added by the clock tree synthesis step | `9` |
| Post-synthesis instance area | `around 3400 sq um` |
| TNS Setup | `0 ns` |
| CTS H-tree lvls | `3` |
| Number of sinks driven by the clock tree | `78` |
| Via count | `2234` |
| Worst setup path startpoint | `preskaler1.sysClkCounter[6]` |
| Run status | `finished clean` |
| Sequential cell area fraction in the yosys report | `between 50 and 60%` |
| Worst clock skew | `between 0.01 and 0.015 ns` |
| Cell resize tally after clock tree synthesis | `0` |
| Layout Cell Area excl Fill | `4110 sq um` |
| Total setup violations reported at the end of the flow | `0` |
| Largest net degree at the start of global routing | `approximately 43` |
| RSZ-0062 raised after global routing | `false` |
| Class of the most critical hold timing path | `register to register` |
| Maximum Capacitance Violations | `0` |
| Instance area at placement | `3920 sq um` |
| Average routed wire per standard cell | `12.0 microns` |
| Library cell with the largest summed area after synthesis | `sky130_fd_sc_hd__edfxtp_1` |
| Critical path capture point type | `register` |
| Crit path largest cell delay | `0.53 ns` |
| Fraction of final layout cells with drive strength greater than 1 | `7.03%` |
| Clock tree from TritonCTS | `built` |
| Number of core rows | `29` |
| Root Driver | `sky130_fd_sc_hd__clkbuf_8` |
| Flop and latch count out of synthesis | `~80` |
| Highest Clock Rate | `between 500 and 600 MHz` |
| Via count of the first global-routing pass | `1925` |
| Distinct cell type count after synthesis | `48` |
| Top cell area share | `40.1%` |
| CP cell instances | `and4_1 > and3_1 > nand2_4 > or4_4 > a21oi_2` |
| Floorplan die height | `85.0 microns` |
| Die width | `85.0 microns` |
| Post-placement setup slack | `1.01 ns` |
| Area growth from synthesis to layout | `19.3%` |
| Power per cell area | `469 nW/um^2` |
| Required arrival time at the worst endpoint | `3.18 ns` |
| Number of DRC violations after detailed-routing iteration 0 | `127` |
| Core area | `6490 sq um` |
| Synthesis Warnings | `5` |
| Detailed-placement wirelength estimate | `3710 microns` |
| Average vias per placed instance | `5.00` |
| Worst IR Drop VDD | `between 0.0003 and 0.0004 V` |
| DRT antenna net count | `0` |
| GPL Wtd Cong | `0.846` |
| Postcts setup bufs | `0` |
| Biggest area contributors in the synthesized netlist | `sky130_fd_sc_hd__edfxtp_1 (40%), sky130_fd_sc_hd__dfxtp_1 (19%), sky130_fd_sc_hd__inv_1 (5.3%), sky130_fd_sc_hd__xor2_1 (4.3%), sky130_fd_sc_hd__ha_1 (3.3%)` |
| # diodes | `0` |
| Crit path max-delay cell type | `sky130_fd_sc_hd__or4_4` |
| Relative max-transition margin | `roughly half` |
| Clk ins delay skew pair | `0.34 ns` |
| Reg-to-reg slack, setup | `0.98 ns` |
| FP Core Util | `a little over half` |
| Final critical path time including I/O delays and setup | `1.92 ns` |
[where the power goes]
group          internal (mW)  switching [mW]  leakage (nW)   total (mW)
Sequential              1.16               0         0.793         1.16
Combinational              0               0         0.622  0.000000622
Clock                  0.391           0.378        0.0926        0.768
Total                   1.55           0.378          1.51         1.93
[cell usage after synthesis (all sizes together) (9+ instances only)]
cell type  count
a21oi          9
dfxtp         32
edfxtp        46
ha             9
inv           50
nand2         23
nand3         13
nand4          9
nor2          25
o21ai         13
xor2          17
[area by class of cell]
class / instances / area [sq um]
Tap cell: 77 / 96.3
Fill cell: 529 / 2390
Timing Repair Buffer: 43 / 428
Clock buffer: 9 / 124
Sequential cell: 78 / 2020
Multi-Input combinational cell: 183 / 1180
Clock inverter: 7 / 65.1
Inverter: 50 / 188
[final timing paths]
kind	to	cells after the start
max	preskaler1.sysClkCounter[22]	5
min	reg4.Q[5]	0
max reg2reg	preskaler1.sysClkCounter[22]	5
min reg2reg	reg4.Q[5]	0
[sequential cells by signal, summed over array words and instances (netlist names)]
name                      cells
reg3.Q                        7
counter1.Q                    4
preskaler1.clk1Hz             1
translator.A                  5
reg4.Q                        7
reg6.Q                        7
reg5.Q                        7
reg2.Q                        7
reg1.Q                        7
preskaler1.sysClkCounter     26
[placed cells by master (no fill, tap or decap), types with 12 or more instances in the layout]
cell type and instances:
sky130_fd_sc_hd__o21ai_0 12, sky130_fd_sc_hd__xor2_1 17, sky130_fd_sc_hd__nand2_1 22, sky130_fd_sc_hd__dfxtp_1 31, sky130_fd_sc_hd__edfxtp_1 46, sky130_fd_sc_hd__inv_1 49, sky130_fd_sc_hd__nand3_1 13, sky130_fd_sc_hd__clkdlybuf4s50_1 42
sky130_fd_sc_hd__nor2_1 25
[worst max-delay path, delay by kind of cell, from the launching register on]
family / cells / cell delay (ns)
AOI/OAI and AO/OA: 1 / 0.13
DFF: 1 / 0.44
and+or+nand+nor: 4 / 1.29
[per-layer routing]
metal / wire length (microns) / vias up / share of wire (%) / global-route usage, %
met5: 0 / - / 0 / 0
met1: 2680 / 1000 / 50 / 27.7
met2: 2390 / 41 / 44 / 24.0
met4: 106 / 0 / 2.0 / 3.24
met3: 208 / 9 / 3.9 / 2.96
li1: - / 1184 / - / -
[cells by family after synthesis]
logic type	synth area share, %
compound gates	6.83
xor+xnor	6.10
mux	1.53
fa+ha+maj	3.27
simple gates	16.6
buf+inv	6.90
flops	58.7
[metrics by stage]
stage	power [mW]	hold WS [ns]	instances	util (%)
after floorplan	1.18	0.426	321	-
after global placement	1.18	0.427	431	60.3
after detailed placement	1.18	0.432	431	60.3
after CTS	1.95	0.438	447	63.2
after global routing	1.99	0.456	447	63.2
final	1.93	0.436	447	63.2
No activity file was given, so power comes from the tool's default toggle rates.
